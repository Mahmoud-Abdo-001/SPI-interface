**design/flow/config.mk**
```make
export PLATFORM = sky130hd
export DESIGN_NAME = SpiWrapper
export DESIGN_NICKNAME = SpiWrapper
export VERILOG_FILES = /design/flow/design.v
export SDC_FILE = /design/flow/constraint.sdc
export NUM_CORES = 4
export LEC_CHECK = 1
export CORE_UTILIZATION = 30
```
**design/flow/constraint.sdc**
```tcl
current_design SpiWrapper

set clk_period 13.7
set clk_io_pct 0.2

create_clock -name clk0 -period $clk_period [get_ports {clk}]

set non_clock_inputs [all_inputs -no_clocks]
set_input_delay [expr $clk_period * $clk_io_pct] -clock clk0 $non_clock_inputs
set_output_delay [expr $clk_period * $clk_io_pct] -clock clk0 [all_outputs]
```
**design/flow/design.v**
```verilog
interface fsm_if(input logic clk);
    logic rst_n;
    logic ss_n;
    logic MOSI;
    logic tx_valid;
    logic [7:0] tx_data;
    logic sready;
    logic MISO;
    logic valid_MISO;
    logic rx_valid;
    logic [9:0] rx_data;
    modport DUT (
    input clk,rst_n,MOSI,ss_n,tx_data,tx_valid,
    output MISO,valid_MISO,rx_valid,rx_data,sready
    );
endinterface  
interface master_if(input logic clk);
    logic rst_n;
    logic sclk;
    logic start;          
    logic [9:0] data_in; 
    logic [7:0] data_out; 
    logic busy;
    logic done;          
    logic MOSI;
    logic ss_n;
    logic MISO;
    logic valid_MISO;
    logic sready;
    modport DUT (
    input clk,rst_n,start,data_in,MISO,valid_MISO,sready,
    output sclk,data_out,busy,done,MOSI,ss_n
    );
endinterface
interface ram_if(input logic clk);
    logic rst_n;
    logic rx_valid;
    logic [9:0] din ;
    logic tx_valid;
    logic [7:0] dout;
    modport DUT (
    input clk,rst_n,din,rx_valid,
    output dout,tx_valid
    );
endinterface  
interface slave_if(input logic clk);
    logic rst_n;
    logic ss_n;      
    logic MOSI;      
    logic MISO;     
    logic valid_MISO;
    logic sready ;   
endinterface  
module FSM2 (
    input  logic        clk, rst_n,
    input  logic        ss_n,
    input  logic        MOSI,
    input  logic        tx_valid,
    input  logic [7:0]  tx_data,
    output logic        sready,
    output logic        rx_valid,
    output logic [9:0]  rx_data,
    output logic        valid_MISO,
    output logic        MISO
);
    typedef enum logic [2:0] {
        IDLE, CHK_CMD, WRITE, READ_ADDR, READ_DATA
    } state_t;
    state_t cs, ns;
    logic read_flag, read_done;
    logic [9:0] mosi_cap;
    logic [3:0] counter_rx;
    logic [2:0] counter_tx;
    logic [7:0] tx_data_reg;
    logic rx_ready;
    always_ff @(posedge clk or negedge rst_n) begin
        if (!rst_n)
            cs <= IDLE;
        else
            cs <= ns;
    end
    always_comb begin
        ns = cs;
        unique case (cs)
            IDLE:      ns = (~ss_n) ? CHK_CMD : IDLE;
            CHK_CMD:   ns = (!ss_n) ? ((!MOSI) ? WRITE : (read_flag ? READ_DATA : READ_ADDR)) : CHK_CMD;
            WRITE:     ns = (ss_n) ? IDLE : WRITE;
            READ_ADDR: ns = (ss_n) ? IDLE : READ_ADDR;
            READ_DATA: ns = (ss_n) ? IDLE : READ_DATA;
            default:   ns = IDLE;
        endcase
    end
    always_ff @(posedge clk or negedge rst_n) begin
        if (!rst_n) begin
            sready      <= 1'b1;
            rx_valid    <= 1'b0;
            rx_data     <= 10'd0;
            mosi_cap    <= 10'd0;
            counter_rx  <= 4'd9;
            read_flag   <= 1'b0;
            read_done   <= 1'b0;
            rx_ready    <= 1'b0;
        end else begin
            sready <= (ss_n | (cs == IDLE));   
            rx_valid <= rx_ready;
            if (rx_ready)
                rx_data <= mosi_cap;
            rx_ready <= 1'b0;  
            if (~ss_n) begin
                unique case (cs)
                    CHK_CMD: begin
                        mosi_cap[9] <= MOSI;
                        counter_rx  <= 4'd8;
                    end
                    WRITE: begin
                        mosi_cap[counter_rx] <= MOSI;
                        if (counter_rx == 0) begin
                            rx_ready   <= 1'b1;
                            counter_rx <= 4'd9;
                        end else begin
                            counter_rx <= counter_rx - 1;
                        end
                    end
                    READ_ADDR: begin
                        mosi_cap[counter_rx] <= MOSI;
                        if (counter_rx == 0) begin
                            rx_ready   <= 1'b1;
                            counter_rx <= 4'd9;
                            read_flag  <= 1'b1;
                            read_done  <= 1'b0;
                        end else begin
                            counter_rx <= counter_rx - 1;
                        end
                    end
                    READ_DATA: begin
                        if (!read_done) begin
                            mosi_cap[counter_rx] <= MOSI;
                            if (counter_rx == 0) begin
                                rx_ready   <= 1'b1;
                                counter_rx <= 4'd9;
                                read_flag  <= 1'b0;
                                read_done  <= 1'b1;
                            end else begin
                                counter_rx <= counter_rx - 1;
                            end
                        end
                    end
                    default: ;  
                endcase
            end else begin
                counter_rx <= 4'd9;
                read_done  <= 1'b0;  
            end
        end
    end
    always_ff @(posedge clk or negedge rst_n) begin
        if (!rst_n) begin
            valid_MISO  <= 1'b0;
            tx_data_reg <= 8'd0;
            counter_tx  <= 3'd7;
            MISO        <= 1'b0;
        end else begin
            if (tx_valid && !valid_MISO && ~ss_n) begin
                tx_data_reg <= tx_data;
                counter_tx  <= 3'd7;
                MISO        <= tx_data[7];
                valid_MISO  <= 1'b1;
            end else if (valid_MISO) begin
                MISO        <= tx_data_reg[6];
                tx_data_reg <= tx_data_reg << 1;
                if (counter_tx == 0)
                    valid_MISO <= 1'b0;
                else
                    counter_tx <= counter_tx - 1;
            end else begin
                MISO <= 1'b0;
            end
        end
    end
endmodule
module SPI_Master (
    input  logic clk,
    input  logic rst_n,
    output logic sclk,
    input  logic start,          
    input  logic [9:0] data_in,  
    output logic [7:0] data_out, 
    output logic busy,          
    output logic done,          
    output logic MOSI,
    output logic ss_n,
    input  logic MISO,
    input  logic valid_MISO,
    input  logic sready
);
    typedef enum logic [2:0] {
        IDLE, WAIT_SREADY, ASSERT_SS,
        SEND_MOSI, RECV_MISO, FINISH
    } state_t;
    state_t cs, ns;
    logic [9:0] mosi_shift_reg;
    logic [7:0] miso_shift_reg;
    logic [3:0] bit_cnt;
    logic       is_read;
    logic       start_edge;
    assign sclk = clk;
    logic start_d;
    always_ff @(posedge clk or negedge rst_n)
        if (!rst_n)
            start_d <= 0;
        else
            start_d <= start;
    assign start_edge = start & ~start_d;
    always_ff @(posedge clk or negedge rst_n) begin
        if (!rst_n)
            cs <= IDLE;
        else
            cs <= ns;
    end
    always_comb begin
        ns = cs;
        case (cs)
            IDLE:
                if (start_edge)
                    ns = WAIT_SREADY;
            WAIT_SREADY:
                if (sready)
                    ns = ASSERT_SS;
            ASSERT_SS:
                ns = SEND_MOSI;
            SEND_MOSI:
                if (bit_cnt == 0)
                    ns = (is_read ? RECV_MISO : FINISH);
            RECV_MISO:
                if (bit_cnt == 0 && valid_MISO)
                    ns = FINISH;
            FINISH:
                ns = IDLE;
            default:
                ns = IDLE;
        endcase
    end
    always_ff @(posedge clk or negedge rst_n) begin
        if (!rst_n) begin
            ss_n           <= 1;
            MOSI           <= 0;
            bit_cnt        <= 0;
            mosi_shift_reg <= 0;
            miso_shift_reg <= 0;
            data_out       <= 0;
            is_read        <= 0;
            busy           <= 0;
            done           <= 0;
        end else begin
            done <= 0;  
            case (cs)
                IDLE: begin
                    ss_n <= 1;
                    busy <= 0;
                    if (start_edge) begin
                        mosi_shift_reg <= data_in;
                        is_read <= (data_in[9:8] == 2'b11);
                    end
                end
                WAIT_SREADY: begin
                    ss_n <= 1;
                    busy <= 1;
                end
                ASSERT_SS: begin
                    ss_n <= 0;
                    bit_cnt <= 9;  
                    busy <= 1;
                end
                SEND_MOSI: begin
                    MOSI <= mosi_shift_reg[9];
                    mosi_shift_reg <= mosi_shift_reg << 1;
                    if (bit_cnt != 0)
                        bit_cnt <= bit_cnt - 1;
                    else if (is_read)
                        bit_cnt <= 7;  
                end
                RECV_MISO: begin
                    if (valid_MISO) begin
                        miso_shift_reg <= {miso_shift_reg[6:0], MISO};
                        if (bit_cnt != 0)
                            bit_cnt <= bit_cnt - 1;
                        else
                            data_out <= {miso_shift_reg[6:0], MISO};  
                    end
                end
                FINISH: begin
                    ss_n <= 1;
                    busy <= 0;
                    done <= 1;
                end
            endcase
        end
    end
endmodule
module SPI_Slave (
    input logic clk,
    input logic rst_n, 
    input logic ss_n,      
    input logic MOSI,      
    output logic MISO,     
    output logic valid_MISO,
    output logic sready    
);
    logic [9:0] rx_data;   
    logic [7:0] dout;      
    logic tx_valid;        
    logic rx_valid;        
    FSM2 spi_fsm (
        .clk(clk),
        .rst_n(rst_n),
        .ss_n(ss_n),
        .MOSI(MOSI),
        .tx_valid(tx_valid),       
        .tx_data(dout),            
        .rx_valid(rx_valid),       
        .rx_data(rx_data),         
        .sready(sready),
        .valid_MISO(valid_MISO),
        .MISO(MISO)
    );
    ram mem_inst (
        .clk(clk),
        .rst_n(rst_n),
        .rx_valid(rx_valid),       
        .din(rx_data),             
        .dout(dout),               
        .tx_valid(tx_valid)        
    );
endmodule
module SpiWrapper (
    input logic clk,
	input logic rst_n,
    input logic start,           
    input logic [9:0] data_in,   
	output logic [7:0] data_out,  
    output logic busy,          
    output logic done           
);
logic MOSI;
logic ss_n;
logic MISO;
logic valid_MISO;
logic sready;
logic sclk;
SPI_Master MASTER(
    .clk(clk),
    .rst_n(rst_n),
	.sclk(sclk),
    .start(start),         
    .data_in(data_in), 
    .data_out(data_out),
    .busy(busy),         
    .done(done),   
    .MOSI(MOSI),
    .ss_n(ss_n),
    .MISO(MISO),
    .valid_MISO(valid_MISO),
    .sready(sready)
);
SPI_Slave SLAVE(
    .clk(sclk),
	.rst_n(rst_n), 
	.ss_n(ss_n),    
	.MOSI(MOSI),
    .MISO(MISO), 
	.valid_MISO(valid_MISO),
    .sready(sready)
);
endmodule
module ram (
    input  logic clk,
    input  logic rst_n,
    input  logic rx_valid,
    input  logic [9:0] din, 
    output logic [7:0] dout,
    output logic tx_valid
);
    logic [7:0] mem [255:0];
    logic [7:0] w_addr, r_addr;
    always@(posedge clk or negedge rst_n) begin
	tx_valid <= '0;
	dout <= '0;
        if (!rst_n) begin
            tx_valid <= '0;
            dout <= '0;
            w_addr <= '0;
            r_addr <= '0;
        end else if (rx_valid) begin
            case (din[9:8])
                2'b00: begin  
                    w_addr <= din[7:0];
                    tx_valid <= 1'b0;
                end
                2'b01: begin  
                    mem[w_addr] <= din[7:0]; 
                    tx_valid <= 1'b0;
                end
                2'b10: begin  
                    r_addr <= din[7:0];
                    tx_valid <= 1'b0;
                end
                2'b11: begin  
                    dout <= mem[r_addr];
                    tx_valid <= 1'b1;
                end
				default : begin
					tx_valid <= '0;
					dout <= '0;
				end
            endcase
        end
    end
endmodule
```
**design/flow/run.sh**
```bash
#!/bin/bash
# OpenROAD 26Q1-2900-gdf79404cd8, Yosys 0.63+post, stock flow scripts
make -C /OpenROAD-flow-scripts/flow DESIGN_CONFIG=/design/flow/config.mk WORK_HOME=/design/flow/orfs finish
```
==> qor.txt <==
HPWL Detailed: 375900 um
critical path's slowest cell: nor4_1
cell count after synthesis: 5142
global-route wire length before repair: 715100 um
failing checks: max-capacitance violations, max-slew violations
Die Area: 278600 um^2
Bufs on Longest Clock Path: 3
RR Endpoint: SLAVE.mem_inst.dout[3]
end of the worst hold path: MASTER.done
Worst Reg-to-Reg Cells: 10
relative slew slack: -13.77%
Final Skew: 95.88 ps
power per cell area: 136.3 nW/um^2
WHS Path Cells: 0
Antenna Violating Nets Remaining: 0
yosys stat area: 82950 um^2
worst slew pin tran: 1700 ps
Leak: 35.40 nW
Synth area leader: edfxtp_1
WL/cell: 59.06 um
met2 usage: 51.04%
Setup crit start kind: register
fp_density: 30.23%
max incr delay on CP: 1380 ps
Max VDD drop: 107.6 uV
Die H: 527.8 um
# rows: 192
FF-to-FF setup slack: 6780 ps
initial DRC count: 10450
Period Utilization, post-route: 50.50%
RePlAce Congestion: 1.317
r2r startpoint: SLAVE.mem_inst.r_addr[2]
Clock transition at path regs: 60 ps
main flop type: edfxtp_1
max-slew violation count: 67
ranking of synthesized cells by area: edfxtp_1 74%, a22oi_1 4.1%, dfrtp_1 3.1%
CTS Buf Count: 215
Routed WL: 565600 um
Log Warnings: 48
Max-Cap Viols: 9
Critical Path RT: 14410 ps
Reg with most FFs: SLAVE.mem_inst.mem
CTS sink count: 2160
post_cts resized: 0
Worst Hold Class: reg2reg
area grow syn2layout: 18.66%
total power: 13.42 mW
Crit. End Element: register
yosys cell count: 5142
RSZ-0062 raised after global routing: false
core area: 274300 um^2
pin count of the biggest net entering global routing: 111
synth warn: 4
DR DRC count: 0
most used cell, CP: buf_4
minimum clock period: 6918 ps
crit path buf inv count: 3
Synth Seq Share: 77.53%
max FFs per register: 2048
overall routing resource usage: 43.38%
final hold vios: 0
Cell Area, Synth: 82950 um^2
setup TNS: 0 ps
fin area: 98420 um^2
status: complete, but fails checks
Synth Register Bits: 2160
met3 Resource Use GR: 45.42%
DR vias: 68650
critical path class: reg2reg
drt pass-1 iters: 14
CTS HTree Levels: 4
Crit path arrival time: 7630 ps
placed inst area: 90640 um^2
gr ovfl total: 0
asr flop ratio synth: 5.185%
Clock Latency Late Sink: 960 ps
worst path cell trace: buf_4 > and4_2 > buf_4 > a22oi_1 > o22ai_1 > nor4_1 > nand3_1 > nor4_1 > buf_4 > a21oi_1
Post-CTS Repair Setup Buffers: 0
Hold Path Origin: MASTER.cs[4]
num ports: 23
Top cell area share: 74.14%
Root Buffer: clkbuf_16
antenna violations before repair: 93
setup violators final: 0
GRT met1 Usage: 35.34%
vias in the first global route: 66150
Fin Hold WS: 453.1 ps
post-synth cell types: 83
critical path's top delay family: simple AND/OR/NAND/NOR gates
PortBufs: 22
number of buffers inserted by hold repair at cts: 0
DR vias/cell: 7.169
die width: 527.8 um
layout cells sized above 1: 18.20%
Avg Cell Area, Syn: 16.13 um^2
fmax: 144.6 MHz
crit path max fanout: 49
Post-synth EDFFs: 2048
grt peak-use layer: met2
CTS tree: built
[synthesized netlist by cell type, types with 6 or more instances]
cell type	count
a31oi_1	14
buf_1	35
and4_1	10
o21ai_0	44
buf_4	9
nor2b_1	13
dfstp_2	9
buf_2	145
nand2_1	129
o2111ai_1	8
o211ai_1	17
inv_1	19
nand4bb_1	9
a222oi_1	67
a21oi_1	76
nand4_1	132
nor4_1	68
a2111oi_0	11
nor3_1	36
mux2_2	45
nand2b_1	11
or4_1	22
a32oi_1	186
nand3_1	310
ha_1	9
nand4b_1	8
o22a_1	6
a32o_1	15
o22ai_1	179
buf_6	20
nand3b_1	6
mux2i_1	11
and4b_1	10
edfxtp_1	2048
nor4b_1	6
clkbuf_1	172
and3_1	36
nor2_1	430
a221oi_1	38
dfrtp_1	103
nor4bb_1	10
a22o_1	69
a22oi_1	449
[worst max path at each step]
stage                       startpoint                endpoint  slack [ps]  cells past startpoint
finish        SLAVE.mem_inst.r_addr[2]  SLAVE.mem_inst.dout[3]        6780                     10
global route  SLAVE.mem_inst.r_addr[0]  SLAVE.mem_inst.dout[3]        7340                     13
CTS           SLAVE.mem_inst.r_addr[3]  SLAVE.mem_inst.dout[3]        7820                     10
[cell usage in the layout (no fill, tap or decap), drive strengths merged, types with 22 or more instances in the layout]
master / n
a221oi: 38
or4: 22
inv: 25
a32oi: 186
edfxtp: 2048
a222oi: 67
nand4: 135
clkbuf: 276
o21ai: 49
dfrtp: 103
nor2: 430
a22oi: 449
nand3: 310
nor3: 36
a21oi: 76
clkinv: 95
and3: 37
mux2: 45
nor4: 70
nand2: 129
diode: 143
a22o: 69
buf: 560
o22ai: 179
[stage by stage]
step	setup slack, ps	cells	util [%]
floorplan	9155	5142	-
global placement	7248	9003	32.98
detailed placement	7832	9010	33.04
CTS	7822	9416	35.66
global route	7345	9512	35.82
finish	6782	9577	35.88
[cell type report]
type | count | area (um^2)
clock buffers | 275 | 5783
clock inverters | 131 | 1420
diodes | 143 | 357.8
fillers | 25420 | 175900
multi-input cells | 2581 | 17150
flip-flops and latches | 2160 | 64350
well taps | 3686 | 4612
repair buffers | 582 | 4674
inverters | 19 | 71.32
[metal layers]
metal  wire, um  vias to the layer above
met5      12910                        -
met2     205900                     9646
met1     145100                    33100
met3     129000                     3401
met4      72690                      247
li1           -                    22260
[cell families (layout without fill, tap and decap cells)]
group | count (synthesis) | count (layout) | share of synthesized area [%]
adders and majority gates | 9 | 9 | 0.1358
muxes | 56 | 56 | 0.7437
buffers and inverters | 401 | 1007 | 2.257
xor gates and xnor gates | 5 | 5 | 0.05280
AOI/OAI and AO/OA | 1222 | 1222 | 11.21
other | 0 | 143 | 0
DFF | 2160 | 2160 | 77.53
and+or+nand+nor | 1289 | 1289 | 8.064
[power by group]
| part | switching (mW) | internal, mW |
|---|---|---|
| combinational | 0.0699 | 0.0519 |
| clock | 2.77 | 3.35 |
| sequential | 0.0368 | 7.14 |
[worst register-to-register path, stage by stage, from the launching register on]
cell and delay [ps]:
dfrtp_2 380, buf_4 320, and4_2 750, buf_4 440, a22oi_1 1270, o22ai_1 660
nor4_1 900, nand3_1 280, nor4_1 1380, buf_4 290, a21oi_1 80
Power figures rest on the tool's default switching activity, not on a simulated workload.
